--- design/flow/design.v ---
 module LifeHeartBitMap (
					input	logic	clk, 
					input	logic	resetN, 
					input logic	[10:0] offsetX, 
					input logic	[10:0] offsetY, 
					input	logic	InsideRectangle,  
					input logic [2:0]num, 
					input logic [2:0]counter, 
					output	logic	drawingRequest,  
					output	logic	[7:0] RGBout,   
					output	logic	[3:0] HitEdgeCode  
 ) ; 
localparam logic [7:0] TRANSPARENT_ENCODING = 8'h00 ; 
logic[0:31][0:31][7:0] object_colors = {
	{8'h00,8'h00,8'h00,8'h00,8'h00,8'h00,8'h00,8'h00,8'h00,8'h00,8'h00,8'h00,8'h00,8'h00,8'h00,8'h00,8'h00,8'h00,8'h00,8'h00,8'h00,8'h00,8'h00,8'h00,8'h00,8'h00,8'h00,8'h00,8'h00,8'h00,8'h00,8'h00},
	{8'h00,8'h00,8'h00,8'h00,8'h00,8'h00,8'h00,8'h00,8'h00,8'h00,8'h00,8'h00,8'h00,8'h00,8'h00,8'h00,8'h00,8'h00,8'h00,8'h00,8'h00,8'h00,8'h00,8'h00,8'h00,8'h00,8'h00,8'h00,8'h00,8'h00,8'h00,8'h00},
	{8'h00,8'h00,8'h00,8'h00,8'h00,8'h00,8'h00,8'h00,8'h00,8'h00,8'h00,8'h00,8'h00,8'h00,8'h00,8'h00,8'h00,8'h00,8'h00,8'h00,8'h00,8'h00,8'h00,8'h00,8'h00,8'h00,8'h00,8'h00,8'h00,8'h00,8'h00,8'h00},
	{8'h00,8'h00,8'h00,8'h00,8'h00,8'h00,8'h00,8'h00,8'h00,8'h00,8'h00,8'h00,8'h00,8'h00,8'h00,8'h00,8'h00,8'h00,8'h00,8'h00,8'h00,8'h00,8'h00,8'h00,8'h00,8'h00,8'h00,8'h00,8'h00,8'h00,8'h00,8'h00},
	{8'h00,8'h00,8'h00,8'h00,8'h00,8'he0,8'he0,8'he0,8'he0,8'he0,8'he0,8'he0,8'he0,8'h00,8'h00,8'h00,8'h00,8'h00,8'h00,8'he0,8'he0,8'he0,8'he0,8'he0,8'he0,8'he0,8'he0,8'h00,8'h00,8'h00,8'h00,8'h00},
	{8'h00,8'h00,8'h00,8'h00,8'h00,8'he0,8'he0,8'he0,8'he0,8'he0,8'he0,8'he0,8'he0,8'h00,8'h00,8'h00,8'h00,8'h00,8'h00,8'he0,8'he0,8'he0,8'he0,8'he0,8'he0,8'he0,8'he0,8'h00,8'h00,8'h00,8'h00,8'h00},
	{8'h00,8'h00,8'h00,8'he0,8'he0,8'he0,8'he0,8'hff,8'hff,8'hff,8'hff,8'he0,8'he0,8'he0,8'he0,8'h00,8'h00,8'he0,8'he0,8'he0,8'he0,8'he0,8'he0,8'he0,8'he0,8'he0,8'he0,8'he0,8'he0,8'h00,8'h00,8'h00},
	{8'h00,8'h00,8'h00,8'he0,8'he0,8'he0,8'he0,8'hff,8'hff,8'hff,8'hff,8'he0,8'he0,8'he0,8'he0,8'h00,8'h00,8'he0,8'he0,8'he0,8'he0,8'he0,8'he0,8'he0,8'he0,8'he0,8'he0,8'he0,8'he0,8'h00,8'h00,8'h00},
	{8'h00,8'h00,8'h00,8'he0,8'he0,8'hff,8'hff,8'hff,8'hff,8'he0,8'he0,8'he0,8'he0,8'he0,8'he0,8'he0,8'he0,8'he0,8'he0,8'he0,8'he0,8'he0,8'he0,8'he0,8'he0,8'he0,8'he0,8'he0,8'he0,8'h00,8'h00,8'h00},
	{8'h00,8'h00,8'h00,8'he0,8'he0,8'hff,8'hff,8'hff,8'hff,8'he0,8'he0,8'he0,8'he0,8'he0,8'he0,8'he0,8'he0,8'he0,8'he0,8'he0,8'he0,8'he0,8'he0,8'he0,8'he0,8'he0,8'he0,8'he0,8'he0,8'h00,8'h00,8'h00},
	{8'h00,8'h00,8'h00,8'he0,8'he0,8'hff,8'hff,8'he0,8'he0,8'he0,8'he0,8'he0,8'he0,8'he0,8'he0,8'he0,8'he0,8'he0,8'he0,8'he0,8'he0,8'he0,8'he0,8'he0,8'he0,8'he0,8'he0,8'he0,8'he0,8'h00,8'h00,8'h00},
	{8'h00,8'h00,8'h00,8'he0,8'he0,8'hff,8'hff,8'he0,8'he0,8'he0,8'he0,8'he0,8'he0,8'he0,8'he0,8'he0,8'he0,8'he0,8'he0,8'he0,8'he0,8'he0,8'he0,8'he0,8'he0,8'he0,8'he0,8'he0,8'he0,8'h00,8'h00,8'h00},
	{8'h00,8'h00,8'h00,8'he0,8'he0,8'he9,8'he9,8'he0,8'he0,8'he0,8'he0,8'he0,8'he0,8'he0,8'he0,8'he0,8'he0,8'he0,8'he0,8'he0,8'he0,8'he0,8'he0,8'he0,8'he0,8'he0,8'he0,8'he0,8'he0,8'h00,8'h00,8'h00},
	{8'h00,8'h00,8'h00,8'he0,8'he0,8'he0,8'he0,8'he0,8'he0,8'he0,8'he0,8'he0,8'he0,8'he0,8'he0,8'he0,8'he0,8'he0,8'he0,8'he0,8'he0,8'he0,8'he0,8'he0,8'he0,8'he0,8'he0,8'he0,8'he0,8'h00,8'h00,8'h00},
	{8'h00,8'h40,8'h40,8'he0,8'he0,8'he0,8'he0,8'he0,8'he0,8'he0,8'he0,8'he0,8'he0,8'he0,8'he0,8'he0,8'he0,8'he0,8'he0,8'he0,8'he0,8'he0,8'he0,8'he0,8'he0,8'he0,8'he0,8'he0,8'he0,8'h40,8'h40,8'h00},
	{8'h00,8'h00,8'h00,8'h00,8'h00,8'he0,8'he0,8'he0,8'he0,8'he0,8'he0,8'he0,8'he0,8'he0,8'he0,8'he0,8'he0,8'he0,8'he0,8'he0,8'he0,8'he0,8'he0,8'he0,8'he0,8'he0,8'he0,8'h00,8'h00,8'h00,8'h00,8'h00},
	{8'h00,8'h00,8'h00,8'h00,8'h00,8'he0,8'he0,8'he0,8'he0,8'he0,8'he0,8'he0,8'he0,8'he0,8'he0,8'he0,8'he0,8'he0,8'he0,8'he0,8'he0,8'he0,8'he0,8'he0,8'he0,8'he0,8'he0,8'h00,8'h00,8'h00,8'h00,8'h00},
	{8'h00,8'h00,8'h00,8'h00,8'h00,8'h00,8'h00,8'he0,8'he0,8'he0,8'he0,8'he0,8'he0,8'he0,8'he0,8'he0,8'he0,8'he0,8'he0,8'he0,8'he0,8'he0,8'he0,8'he0,8'he0,8'h00,8'h00,8'h00,8'h00,8'h00,8'h00,8'h00},
	{8'h00,8'h00,8'h00,8'h00,8'h00,8'h00,8'h00,8'he0,8'he0,8'he0,8'he0,8'he0,8'he0,8'he0,8'he0,8'he0,8'he0,8'he0,8'he0,8'he0,8'he0,8'he0,8'he0,8'he0,8'he0,8'h00,8'h00,8'h00,8'h00,8'h00,8'h00,8'h00},
	{8'h00,8'h00,8'h00,8'h00,8'h00,8'h00,8'h00,8'h00,8'h00,8'he0,8'he0,8'he0,8'he0,8'he0,8'he0,8'he0,8'he0,8'he0,8'he0,8'he0,8'he0,8'he0,8'he0,8'h00,8'h00,8'h00,8'h00,8'h00,8'h00,8'h00,8'h00,8'h00},
	{8'h00,8'h00,8'h00,8'h00,8'h00,8'h00,8'h00,8'h00,8'h00,8'he0,8'he0,8'he0,8'he0,8'he0,8'he0,8'he0,8'he0,8'he0,8'he0,8'he0,8'he0,8'he0,8'he0,8'h00,8'h00,8'h00,8'h00,8'h00,8'h00,8'h00,8'h00,8'h00},
	{8'h00,8'h00,8'h00,8'h00,8'h00,8'h00,8'h00,8'h00,8'h00,8'h00,8'h00,8'he0,8'he0,8'he0,8'he0,8'he0,8'he0,8'he0,8'he0,8'he0,8'he0,8'h00,8'h00,8'h00,8'h00,8'h00,8'h00,8'h00,8'h00,8'h00,8'h00,8'h00},
	{8'h00,8'h00,8'h00,8'h00,8'h00,8'h00,8'h00,8'h00,8'h00,8'h00,8'h00,8'he0,8'he0,8'he0,8'he0,8'he0,8'he0,8'he0,8'he0,8'he0,8'he0,8'h00,8'h00,8'h00,8'h00,8'h00,8'h00,8'h00,8'h00,8'h00,8'h00,8'h00},
	{8'h00,8'h00,8'h00,8'h00,8'h00,8'h00,8'h00,8'h00,8'h00,8'h00,8'h00,8'h00,8'h00,8'he0,8'he0,8'he0,8'he0,8'he0,8'he0,8'h00,8'h00,8'h00,8'h00,8'h00,8'h00,8'h00,8'h00,8'h00,8'h00,8'h00,8'h00,8'h00},
	{8'h00,8'h00,8'h00,8'h00,8'h00,8'h00,8'h00,8'h00,8'h00,8'h00,8'h00,8'h00,8'h00,8'he0,8'he0,8'he0,8'he0,8'he0,8'he0,8'h00,8'h00,8'h00,8'h00,8'h00,8'h00,8'h00,8'h00,8'h00,8'h00,8'h00,8'h00,8'h00},
	{8'h00,8'h00,8'h00,8'h00,8'h00,8'h00,8'h00,8'h00,8'h00,8'h00,8'h00,8'h00,8'h00,8'h00,8'h00,8'he0,8'he0,8'h00,8'h00,8'h00,8'h00,8'h00,8'h00,8'h00,8'h00,8'h00,8'h00,8'h00,8'h00,8'h00,8'h00,8'h00},
	{8'h00,8'h00,8'h00,8'h00,8'h00,8'h00,8'h00,8'h00,8'h00,8'h00,8'h00,8'h00,8'h00,8'h00,8'h00,8'he0,8'he0,8'h00,8'h00,8'h00,8'h00,8'h00,8'h00,8'h00,8'h00,8'h00,8'h00,8'h00,8'h00,8'h00,8'h00,8'h00},
	{8'h00,8'h00,8'h00,8'h00,8'h00,8'h00,8'h00,8'h00,8'h00,8'h00,8'h00,8'h00,8'h00,8'h00,8'h00,8'he0,8'he0,8'h00,8'h00,8'h00,8'h00,8'h00,8'h00,8'h00,8'h00,8'h00,8'h00,8'h00,8'h00,8'h00,8'h00,8'h00},
	{8'h00,8'h00,8'h00,8'h00,8'h00,8'h00,8'h00,8'h00,8'h00,8'h00,8'h00,8'h00,8'h00,8'h00,8'h00,8'h00,8'h00,8'h00,8'h00,8'h00,8'h00,8'h00,8'h00,8'h00,8'h00,8'h00,8'h00,8'h00,8'h00,8'h00,8'h00,8'h00},
	{8'h00,8'h00,8'h00,8'h00,8'h00,8'h00,8'h00,8'h00,8'h00,8'h00,8'h00,8'h00,8'h00,8'h00,8'h00,8'h00,8'h00,8'h00,8'h00,8'h00,8'h00,8'h00,8'h00,8'h00,8'h00,8'h00,8'h00,8'h00,8'h00,8'h00,8'h00,8'h00},
	{8'h00,8'h00,8'h00,8'h00,8'h00,8'h00,8'h00,8'h00,8'h00,8'h00,8'h00,8'h00,8'h00,8'h00,8'h00,8'h00,8'h00,8'h00,8'h00,8'h00,8'h00,8'h00,8'h00,8'h00,8'h00,8'h00,8'h00,8'h00,8'h00,8'h00,8'h00,8'h00},
	{8'h00,8'h00,8'h00,8'h00,8'h00,8'h00,8'h00,8'h00,8'h00,8'h00,8'h00,8'h00,8'h00,8'h00,8'h00,8'h00,8'h00,8'h00,8'h00,8'h00,8'h00,8'h00,8'h00,8'h00,8'h00,8'h00,8'h00,8'h00,8'h00,8'h00,8'h00,8'h00}};
 logic [0:3] [0:3] [3:0] hit_colors = 
		   {16'hC446,     
			16'h8C62,    
			16'h8932, 
			16'h9113}; 
always_ff@(posedge clk or negedge resetN) 
begin 
	if(!resetN) begin 
		RGBout <=	8'h00; 
		HitEdgeCode <= 4'h0; 
	end 
	else begin 
		RGBout <= TRANSPARENT_ENCODING ;  
		HitEdgeCode <= 4'h0; 
		if (InsideRectangle == 1'b1 ) 
		begin  
			HitEdgeCode <= hit_colors[offsetY >> 3][offsetX >> 3 ];  
			RGBout <= object_colors[offsetY][offsetX]; 
		end  	 
	end 
end 
assign drawingRequest = ( (RGBout != TRANSPARENT_ENCODING ) && (counter > num-1) ) ? 1'b1 : 1'b0 ;  
endmodule 
--- design/flow/run.sh ---
#!/bin/bash
# OpenROAD 26Q1-2900-gdf79404cd8, Yosys 0.63+post, stock flow scripts
make -C /OpenROAD-flow-scripts/flow DESIGN_CONFIG=/design/flow/config.mk WORK_HOME=/design/flow/orfs finish
--- design/flow/config.mk ---
export PLATFORM = sky130hd
export DESIGN_NAME = LifeHeartBitMap
export DESIGN_NICKNAME = LifeHeartBitMap
export VERILOG_FILES = /design/flow/design.v
export SDC_FILE = /design/flow/constraint.sdc
export NUM_CORES = 4
export LEC_CHECK = 1
export CORE_AREA = 10 10 106 106
export DIE_AREA = 0 0 116 116
--- design/flow/constraint.sdc ---
current_design LifeHeartBitMap

set clk_period 1.6
set clk_io_pct 0.2

create_clock -name clk0 -period $clk_period [get_ports {clk}]

set non_clock_inputs [all_inputs -no_clocks]
set_input_delay [expr $clk_period * $clk_io_pct] -clock clk0 $non_clock_inputs
set_output_delay [expr $clk_period * $clk_io_pct] -clock clk0 [all_outputs]
==> out/results.tsv <==
metric	value	unit
status	finished with violations	
failing checks	negative setup slack	
via count	1781	
first-pass GRT wire length	8100	um
1st-iter DRT viols	49	
CORE AREA	8848	um^2
total gr overflow	0	
max-slew violation count	0	
Dominant cell area share	0.1393	
largest net degree at the start of global routing	11	
width of the chip	116	um
IO Count	44	
CP Max Fanout	6	
Top cells by area	dfrtp_1 14%, ha_1 12%, xnor2_1 5.5%	
CTS tree	done	
gr usage total	0.07098	
cells after synthesis	189	
Least-Margin Pin Slew	0.3829	ns
clk slew on worst S/H paths	0.04	ns
leading area contributor after synthesis	dfrtp_1	
max_cap viols	0	
Synth Area per Inst	7.607	um^2
worst endpoint data arrival time	2.35	ns
most common logic cells in the final layout	59 x buf_4, 20 x clkdlybuf4s50_1, 16 x nand2_1	
DP HPWL	3813	um
cts bufs inserted	3	
cycle use final	1.413	
tool warnings	32	
most frequent logic cell in the layout	buf_4	
RD Place Congestion	0.9079	
unrepaired setup endpoints after global routing	yes	
CP Class	in2reg	
drt drc	0	
Die Height	116	um
Antenna Nets Post-Route	0	
Syn. warnings	1	
asr flop ratio synth	1.000	
num rows	34	
die area	13460	um^2
Power Total	1589	uW
routed wire length	4885	um
Post-Layout Inst Area	2919	um^2
initial antenna violation count	0	
Pre-antenna DRT Iters	4	
Worst VDD drop	0.1721	mV
minimum clock period	2.261	ns
Power per Cell Area	544.5	nW/um^2
proportion of layout cells with a drive suffix above 1	0.5139	
Core Util at FP	0.1625	
routed len/inst	12.34	um
Setup Viol. Count Final	9	
H-tree depth	1	
Dominant flop cell	dfrtp_1	
PnR worst setup slack	-0.6605	ns
Max Clk Rate	442.4	MHz
n_diodes	0	
Hold Vio Cnt, Final	0	
post-synth cell types	51	
Hold Path Class	in2async	
Layout area overhead	103.0	%
Port Buffers	39	
relative slew slack	0.7435	
Root Driver	clkbuf_8	
placed cell areas	2414	um^2
Critical Path Sink Type	flip-flop	
Synth Seq Share	0.1393	
Via density	4.497	
required time of the critical path	1.69	ns
clk buf depth	2	
Leak Pwr	0.001206	uW
Flops after synth	8	
vias in the first global route	1829	
flip-flops with a built-in enable	0	
Startpoint Class	primary input	
hold bufs inserted after CTS	0	
Mapped Area	1438	um^2
clk sink count	8	
Yosys Chip Area	1438	um^2
yosys stat cell total	189	
[repair_timing]
action	CTS	global route
buffers inserted	12	4
resized	113	14
endpoints found under the setup margin	9	9
cloned	0	0
pin swaps	45	21
[cell usage after synthesis (2+ instances only)]
master / count
dfrtp_1: 8
xnor2_1: 9
nor2b_1: 2
nand4_1: 3
o21ai_0: 7
buf_2: 3
buf_4: 5
a21o_1: 3
nand3_1: 4
nand3b_1: 2
nand2b_1: 3
fa_1: 2
mux2i_1: 2
o31ai_1: 3
a2bb2oi_1: 2
nor2_1: 14
inv_1: 20
a2111oi_0: 2
a31oi_1: 2
a21oi_1: 11
clkbuf_1: 3
o211ai_1: 3
a311oi_1: 4
nor3_1: 7
o211a_1: 2
ha_1: 14
nand2_1: 16
xor2_1: 6
a211oi_1: 5
[report_power, final]
group / switching (uW) / internal (uW)
Sequential: 7.43 / 218
Combinational: 513 / 618
Clock: 70.9 / 162
Total: 591 / 998
[worst paths after layout]
| path | from | cells past startpoint | endpoint |
|---|---|---|---|
| setup / recovery | offsetX[5] | 11 | RGBout[6]$_DFF_PN0_ |
| hold / removal | resetN | 1 | HitEdgeCode[1]$_DFF_PN0_ |
| max in group asynchronous | resetN | 1 | RGBout[5]$_DFF_PN0_ |
| min in group clk0 | offsetX[5] | 5 | HitEdgeCode[0]$_DFF_PN0_ |
[layer usage]
layer | vias up | wire length, um | track usage
li1 | 885 | - | -
met1 | 833 | 2374 | 0.09806
met2 | 59 | 2077 | 0.1100
met3 | 4 | 399 | 0.02198
met4 | 0 | 34 | 0.008340
met5 | - | 0 | 0
[through the flow]
step           instances  TNS [ns]  hold WS, ns    util  worst slack, ns
2_1_floorplan        189    -3.031      0.02441       -          -0.6427
3_3_place_gp         378    -10.81       0.6045  0.2728           -1.422
3_5_place_dp         378    -11.09       0.6035  0.2728           -1.477
4_1_cts              392    -3.318       0.3648  0.3197          -0.6009
5_1_grt              396    -4.342       0.3880  0.3299          -0.7386
6_report             396    -3.459       0.3595  0.3299          -0.6605
[layout make-up]
type                    count  area (um^2)
fillers                   848         5929
multi-input cells         149         1505
repair buffers            108        939.7
flip-flops and latches      8        200.2
well taps                 108        135.1
inverters                  20        97.59
clock buffers               3        41.29
[critical path: stages]
cell,delay (ns)
buf_12,0.11
buf_6,0.11
ha_4,0.15
inv_2,0.06
fa_2,0.47
buf_6,0.14
maj3_2,0.31
buf_4,0.14
o22a_1,0.16
a311oi_2,0.26
o31ai_1,0.12
[logic make-up after synthesis]
group / Yosys count / share of synthesized area
flip-flops: 8 / 0.1393
buffers and inverters: 32 / 0.09921
AND-OR/OR-AND: 56 / 0.2829
AND/OR/NAND/NOR: 58 / 0.2089
adder cells (fa/ha/maj): 18 / 0.1645
XOR/XNOR: 15 / 0.09139
multiplexers: 2 / 0.01393
[flip-flops by register name, summed over array words and instances, names as in the netlist]
signal	count
HitEdgeCode	4
RGBout	4
No activity file was given, so power comes from the tool's default toggle rates.
